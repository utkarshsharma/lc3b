## flow/config.mk

```make
export PLATFORM = sky130hd
export DESIGN_NAME = RegFile
export DESIGN_NICKNAME = RegFile
export VERILOG_FILES = /design/flow/design.v
export SDC_FILE = /design/flow/constraint.sdc
export NUM_CORES = 4
export LEC_CHECK = 1
export CORE_UTILIZATION = 40
```

## flow/constraint.sdc

```tcl
current_design RegFile

set clk_period 4.9
set clk_io_pct 0.2

create_clock -name clk0 -period $clk_period [get_ports {clk}]

set non_clock_inputs [all_inputs -no_clocks]
set_input_delay [expr $clk_period * $clk_io_pct] -clock clk0 $non_clock_inputs
set_output_delay [expr $clk_period * $clk_io_pct] -clock clk0 [all_outputs]
```

## flow/design.v

```verilog
module RegFile( take_data, dr_in, dr, sr1, sr2, clk, rst, sr1_out, sr2_out);
	input clk, rst;
	input wire  [15:0]dr_in;  
	input wire  take_data;  
	input wire  [2:0] dr;  
	input wire  [2:0] sr1;  
	input wire  [2:0] sr2;  
	output reg [15:0]sr1_out;  
	output reg [15:0]sr2_out;  
   reg [15:0]R[0:7];
always @(posedge clk) begin
	if (rst) begin
		R[0] <= 0; R[1] <= 0; R[2] <= 0; R[3] <= 0;
		R[4] <= 0; R[5] <= 0; R[6] <= 0; R[7] <= 0;
		end
	else
	sr1_out = R[sr1];
   sr2_out = R[sr2];
	if (take_data)
	R[dr] <= dr_in;
end
endmodule
```

## flow/run.sh

```bash
#!/bin/bash
# OpenROAD 26Q1-2900-gdf79404cd8, Yosys 0.63+post, stock flow scripts
make -C /OpenROAD-flow-scripts/flow DESIGN_CONFIG=/design/flow/config.mk WORK_HOME=/design/flow/orfs finish
```

==> impl_metrics.ini <==
; implementation run metrics
[route]
ant_nets = 0
num_vias = 4034
firstDrtPassIters = 6
viasPerCell = 5.31
diodes = 0
drt_wl_total_mm = 16.9
drt_iter0_markers = 162
wl_per_cell_um = 22.3
remaining_drc_errors = 0

[global_route]
antenna_found_initial = 0
grt_start_max_net_pins = 33
gr-total-overflow = 0
grt_pass1_vias = 4420
grt_pass1_wl_mm = 25.5
grt_use_total_pct = 19.3

[worst_setup_path]
crit_path_max_incr_delay_ns = 0.98
path_class = in -> reg
cp_slowest_cell = and4b_1
r2r_cells = 2
path_max_fanout = 17
crit_arrival_ns = 3.17
critPathRequiredTime_ns = 4.95
cp-end-kind = flip-flop
path_cells = clkdlybuf4s50_1, and4b_1, or2_2
start_kind = input pin

[placement]
dp_cells = 727
dp_slack_ns = 1.33
gp_congestion = 0.800
port_buffers = 59
hpwlAfterDp_mm = 10.1

[min_path]
min-delay-path-class = reg -> reg
hold_depth = 2

[power]
peakVddDrop_v = 0.000230
cellLeakagePower_nw = 3.30
power_per_cell_area_nw_per_um2 = 358

[yosys]
ys_seq_elements = 160
top_area_share_pct = 55.7
ys_seq_share_pct = 59.8
ys_chip_area_um2 = 7760
syn_inst = 427
yosys-stat-cells = 427
largest_area_cell = edfxtp_1
synth_cell_type_count = 16
yosysWarnings = 1
topCellsByArea = edfxtp_1, mux4_1, and2_1, mux2_2, dfxtp_1
synth_area_um2 = 7760
syn_avg_cell_area_um2 = 18.2

[die]
die_x_um = 141
core_um2 = 18900
chipArea_um2 = 20000
fp.dieH_um = 141
io_pins = 60
row_count = 50
fp_util_pct = 41.1

[sta]
hold_ws_ns = 0.699
fin_setup_tns_ns = 0
worst_pin_slew_ns = 1.01
finalHoldViolations = 0
final_max_slew_viol_count = 0
fin_crit_sh_pct = 63.7
min_period_ns = 3.12
layout_setup_ws_ns = 1.78
rsz0062_at_grt = false
fin_skew_ns = 0.00558
clock.fmax_mhz = 320
finalSetupViolations = 0
slew_headroom_pct = 32.6

[job]
log.warning_count = 25
drv_cap = 0

[cts]
cts_resized = 0
cts_num_sinks = 160
root_buffer = clkbuf_16
cts_buffers = 17
clkLatencyLatePin_ns = 0.42
post_cts_buffers = 0
cts-htree-levels = 4
cts.path.max_buffers = 2
cts_tree = done
clk_pin_slew_ns = 0.06
cts_hold_buffers = 0

[layout]
syn_to_final_growth_pct = 17.6
finalNonFillerCells = 759
final_util_pct = 48.3
fillCellCount = 1585
drive_above_1_share_pct = 18.0

[status]
outcome = completed
==> logic make-up (layout without fill, tap and decap cells) <==
| group | count (synthesis) | after routing | synth area share [%] |
|---|---|---|---|
| flip-flops | 160 | 160 | 59.8 |
| buffers and inverters | 27 | 99 | 2.11 |
| AND/OR/NAND/NOR | 144 | 144 | 12.1 |
| multiplexers | 96 | 96 | 25.9 |
==> worst max-delay path: cells and delay by family <==
kind	cells	cell delay, ns
simple gates	2	1.66
buf+inv	1	0.52
==> synthesized netlist by cell type <==
| library cell | number |
|---|---|
| and4_1 | 1 |
| nor4b_2 | 1 |
| and4b_1 | 3 |
| mux2_2 | 32 |
| mux4_1 | 56 |
| clkbuf_2 | 2 |
| or2_2 | 8 |
| inv_1 | 1 |
| and4bb_2 | 3 |
| buf_6 | 8 |
| buf_1 | 5 |
| and2_1 | 128 |
| clkbuf_1 | 11 |
| mux4_2 | 8 |
| dfxtp_1 | 16 |
| edfxtp_1 | 144 |
==> stage by stage <==
step	cell area (um^2)	total power (W)
2_1_floorplan	7760	0.00185
3_3_place_gp	8560	0.00202
3_5_place_dp	8560	0.00203
4_1_cts	9130	0.00330
5_1_grt	9130	0.00338
6_report	9130	0.00327
==> layout make-up <==
type	instances	area, um^2	share of cell area, %
Tap cell	260	325	3.56
Clock buffer	17	425	4.66
Clock inverter	15	144	1.58
Sequential cell	160	4640	50.9
Multi-Input combinational cell	240	2950	32.4
Inverter	1	3.75	0.0411
Timing Repair Buffer	66	633	6.93
==> metal layers <==
metal / share of wire, % / global-route usage (%)
met4: 1.2 / 2.00
met2: 52 / 32.4
met5: 0 / 0
met3: 8.0 / 8.15
met1: 38 / 25.5
==> where the power goes <==
group          switching [W]  leakage (nW)  internal [W]
combinational       0.000135          1.50      0.000206
clock               0.000534         0.272      0.000746
sequential         0.0000423          1.53       0.00161
total               0.000711          3.30       0.00256
==> flip-flops by register name, summed over array words and instances, names as in the netlist <==
name,cells
R,128
sr1_out,16
sr2_out,16
==> path summary, 6_finish.rpt <==
check                              start          end  slack [ns]
worst max-delay path               dr[0]      R[6][7]        1.78
worst max register to register  R[3][14]  sr1_out[14]        3.39
worst min-delay path             R[2][2]   sr2_out[2]        0.70
worst min register to register   R[2][2]   sr2_out[2]        0.70
==> placed cells by master, fill, tap and decap left out <==
cell type | netlist | final
inv_6 | 0 | 2
clkbuf_16 | 0 | 17
nor4b_2 | 1 | 1
edfxtp_1 | 144 | 144
mux4_1 | 56 | 56
dfxtp_1 | 16 | 16
mux4_2 | 8 | 8
clkdlybuf4s50_1 | 0 | 57
or2_2 | 8 | 8
clkinvlp_4 | 0 | 3
and2_1 | 128 | 128
clkinv_2 | 0 | 3
buf_4 | 0 | 7
buf_2 | 0 | 2
inv_1 | 1 | 1
mux2_2 | 32 | 32
clkinv_1 | 0 | 3
bufinv_16 | 0 | 2
and4b_1 | 3 | 3
and4_1 | 1 | 1
and4bb_2 | 3 | 3
clkinv_4 | 0 | 2
Power is estimated from default activity; no workload was simulated.
