==> flow/design.v <==
module regs( data, ld_reg, dr, sr1, sr2, clk, rst, sr1_out, sr2_out);
    input wire [15:0] data;  
    input wire ld_reg;  
    input wire [2:0] dr;  
    input wire [2:0] sr1;  
    input wire [2:0] sr2;  
    input wire clk;  
    input wire rst;  
    output wire sr1_out;  
    output wire sr2_out;  
    reg [15:0]regs[0:7];
    assign sr1_out = regs[sr1];
    assign sr2_out = regs[sr2];
    always @(posedge clk or posedge rst) begin
        if (rst) begin  
            regs[0] <= 0; regs[1] <= 0; regs[2] <= 0; regs[3] <= 0;
            regs[4] <= 0; regs[5] <= 0; regs[6] <= 0; regs[7] <= 0;
        end
        else if (ld_reg) regs[dr] <= data;
    end
endmodule
==> flow/config.mk <==
export PLATFORM = sky130hd
export DESIGN_NAME = regs
export DESIGN_NICKNAME = regs
export VERILOG_FILES = /design/flow/design.v
export SDC_FILE = /design/flow/constraint.sdc
export NUM_CORES = 4
export LEC_CHECK = 1
export CORE_AREA = 10 10 70 70
export DIE_AREA = 0 0 80 80
==> flow/constraint.sdc <==
current_design regs

set clk_period 2.7
set clk_io_pct 0.2

create_clock -name clk0 -period $clk_period [get_ports {clk}]

set non_clock_inputs [all_inputs -no_clocks]
set_input_delay [expr $clk_period * $clk_io_pct] -clock clk0 $non_clock_inputs
set_output_delay [expr $clk_period * $clk_io_pct] -clock clk0 [all_outputs]
==> flow/run.sh <==
#!/bin/bash
# OpenROAD 26Q1-2900-gdf79404cd8, Yosys 0.63+post, stock flow scripts
make -C /OpenROAD-flow-scripts/flow DESIGN_CONFIG=/design/flow/config.mk WORK_HOME=/design/flow/orfs finish
==> summary.txt <==
Numbers from the implementation run.

Sorting the synthesized cells by how often they occur yields 10 x mux2_2, 8 x dfrtp_1, 4 x mux4_1. Entering global routing, the biggest net connects 9 pins. The startpoint kind of the worst setup timing path is an input port.

Ranked by flip-flop count, first place goes to regs. The path class of the tightest hold or removal check is flip-flop to flip-flop. The number of warnings reported in the yosys synthesis log is 2. In this run the number of H-tree levels came out at 1. The run finished with clean final reports. The post-place setup slack is -0.135 ns. The max-slew check reports its worst relative slack as 79.3%. The share of flip-flops with an asynchronous set or reset after synthesis is 100%.

The clock period minus worst slack is around 2.6 ns. After technology mapping, the gate count stands at 31. The synthesis report lists the most area-consuming cells as dfrtp_1 40%, mux2_2 23%, mux4_1 21%. The number of clock buffers inserted by TritonCTS is 3. The buffer cell driving the clock tree root is clkbuf_4. The DRC marker count from the first detailed-route iteration is 20.

The post-route DRC violation count is 0. The number of global-route vias before repair is 387. In the routed layout, each cell is associated on average with a via count of 3.82. The area share of the leading cell type in the synthesized netlist is 40.0%. In this run the cell area of the synthesized design comes to 500 um^2. Per the synth log, the flip-flop and latch total comes to 8. Across all hold checks on the routed design, the worst slack comes to 0.523 ns. Fill cells in the final layout number 369.

The post-route utilization of the core is recorded as around a fifth. The average footprint of a synthesized cell is 16.1 um^2. The final count of pins violating max slew is 0. The required time at the endpoint of the critical path is 2.16 ns.

The final setup slack of the worst path is about 0.14 ns. The yosys synthesis chip area is approximately 500 um^2. The synthesized design spends more area on one cell type than any other, namely dfrtp_1. The chip occupies 6400 um^2.

The slew at the pin closest to its max-slew limit is 0.311 ns. Per the detail_route report, inserted antenna diodes total 0. The number of buffers on the longest clock path is 2.

The number of warnings in the stage logs is 40. The leakage component of the power was reported as between 0.2 and 0.3 nW. For this block, the routed nets add up to 1080 um of wire. The highest net fanout along the worst path is 2. The fraction of final layout cells with drive strength greater than 1 is 35.4%. Power spread over the standard cell area amounts to 502 nW/um^2. The highest clock rate is 391 MHz. The worst setup skew after layout is 0 ns. The final cycle utilization of the critical path is 94.7%. The register with the most flip-flops in the layout has 8 of them. The arrival time of the worst setup path is 2.02 ns. The top-level port count is 30. Before antenna repair, the detailed router went through 4 iterations.

The critical path is of the input port to output pin type. The overall power consumption is 0.359 mW. According to the floorplan report, the die width is 80 um. The sequential area share after synthesis is between 40% and 50%. The post-synthesis cell type count is 8. In the final layout, the registers with the most flip-flops are regs: 8 flops. The area of the core region is 3420 um^2. TritonCTS built the clock tree. Global routing used ~3.4% of the available tracks. The final weighted congestion recorded by global placement is 0.759.

The synthesis report names the predominant flop master as dfrtp_1. For this configuration, the core starts out at a cell density of around 15%. The number of enable flip-flop cells is 0. The port buffer count is 14. The final route contains between 300 and 400 vias. The endpoint class of the critical path is an output pin. The clock transition at the registers of the reported paths is 0.05 ns. The CTS log lists the clock sinks for this run as 8.

The number of antenna violations at the first check in global routing is 0. The worst VDD IR drop from the latest analysis is 0.112 mV. The final setup violation count is 0.

The synth_stat.txt file lists the number of cells as 31. The top cell type by instance count after synthesis is mux2_2. From bottom edge to top edge, the die measures 80 um. The area overhead of the layout relative to synthesis is 42.7%. The routed length per instance is between 10 and 15 um. The number of routed nets with antenna violations is 0. The global route total overflow is 0. In this run the maximum-capacitance check reported violations numbering 0.

Setup repair after global routing left no endpoint under its margin. The row count is 21. The number of post-CTS setup repair buffers is 0. At the later pin of the worst-skew pair, clock insertion delay measures 0.25 ns. The first-pass GRT wire length is 1750 um. In the final report, the number of hold violations comes to 0.
worst max-delay path, cell delays in order:
cell and delay, ns:
dlygate4sd2_1 0.25, mux4_1 0.55, mux2_2 0.27, clkdlybuf4s50_1 0.41
report_power, final:
group          total [mW]  internal [mW]  leakage, nW  switching [mW]
Combinational       0.106         0.0803        0.160          0.0259
Clock              0.0877         0.0506       0.0138          0.0370
Sequential          0.165          0.147       0.0960          0.0180
Total               0.359          0.278        0.270          0.0809
layout by cell type (no fill, tap or decap), drive strengths merged:
| cell type | instances |
|---|---|
| nand4b | 3 |
| mux2 | 10 |
| nand4 | 1 |
| nor4b | 1 |
| and4bb | 3 |
| dfrtp | 8 |
| clkbuf | 3 |
| mux4 | 4 |
| clkdlybuf4s50 | 12 |
| inv | 1 |
| dlygate4sd2 | 2 |
metrics by stage:
| stage | cells | TNS (ns) | area, um^2 |
|---|---|---|---|
| after floorplan | 31 | 0 | 500 |
| after global placement | 91 | -0.289 | 698 |
| after detailed placement | 91 | -0.262 | 698 |
| after CTS | 94 | 0 | 714 |
| after global routing | 94 | 0 | 714 |
| final | 94 | 0 | 714 |
cell families (layout without fill, tap and decap cells):
| kind of cell | after synthesis | count (layout) | share of synthesized area (%) |
|---|---|---|---|
| muxes | 14 | 14 | 43.5 |
| DFF | 8 | 8 | 40.0 |
| and+or+nand+nor | 8 | 8 | 15.8 |
| buffers and inverters | 1 | 18 | 0.749 |
cell type report:
cell class	count	area [um^2]	area share [%]
repair buffers	14	138	19.3
flip-flops and latches	8	200	28.0
clock buffers	3	22.5	3.15
well taps	46	57.6	8.06
inverters	1	3.75	0.525
multi-input cells	22	293	41.0
layer usage:
layer  vias to the layer above  wire (um)  share of wire (%)  global-route usage [%]
met2                        12        463                 43                    4.82
li1                        169          -                  -                       -
met5                         -          0                  0                       0
met1                       178        494                 46                    4.59
met4                         0          0                  0                   0.352
met3                         0        118                 11                    2.05
timing repair:
item / 4_1_cts / 5_1_grt
hold buffers: 0 / 0
gates resized: 3 / 0
setup endpoints to repair: 2 / 0
worst paths after layout:
| check | start | endpoint | slack (ns) | cells after the start |
|---|---|---|---|---|
| max in group asynchronous | rst | regs[1] | 1.92 | 2 |
| min in group asynchronous | rst | regs[6] | 0.54 | 2 |
| worst min register to register | regs[7] | regs[7] | 0.52 | 1 |
| worst max register to register | regs[0] | regs[0] | 1.93 | 1 |
| worst min-delay path | regs[7] | regs[7] | 0.52 | 1 |
| worst max-delay path | sr1[1] | sr1_out | 0.14 | 4 |
No activity file was given, so power comes from the tool's default toggle rates.
