===== config.mk =====
export PLATFORM = sky130hd
export DESIGN_NAME = datapath_lb
export DESIGN_NICKNAME = datapath_lb
export VERILOG_FILES = /design/flow/design.v
export SDC_FILE = /design/flow/constraint.sdc
export NUM_CORES = 4
export LEC_CHECK = 1
export CORE_UTILIZATION = 40

===== constraint.sdc =====
current_design datapath_lb

set clk_period 1.0
set clk_io_pct 0.2

create_clock -name clk0 -period $clk_period [get_ports {load_mdr}]

set non_clock_inputs [all_inputs -no_clocks]
set_input_delay [expr $clk_period * $clk_io_pct] -clock clk0 $non_clock_inputs
set_output_delay [expr $clk_period * $clk_io_pct] -clock clk0 [all_outputs]

===== design.v =====
module store_mux(dr_out, to_mdr_mux, ctrl);
input wire [15:0]dr_out;
input wire ctrl;
output wire [7:0]to_mdr_mux;
assign to_mdr_mux = (ctrl == 0) ? dr_out[15:8] : dr_out[7:0];
endmodule
module mdr_mux(out8_to_mdr, inout16_mdr, dr_out, from_store_mux, to_dr_in, to_ir, ctrl);
output reg [7:0]out8_to_mdr;
inout reg [15:0]inout16_mdr;
input wire [1:0]ctrl;
input wire [7:0]from_store_mux;
input wire [15:0]dr_out;
output reg [15:0]to_dr_in;
output reg [15:0]to_ir;
always @(*) begin
		case (ctrl[1:0])
		(2'b00) : out8_to_mdr = from_store_mux;
		(2'b01) : inout16_mdr = dr_out;
		(2'b10) : to_dr_in = inout16_mdr;
		(2'b11) : to_ir = inout16_mdr;
		endcase
	end
endmodule
module mdr8_16(mem8, mem16, inout16_mdr, in8_mdr, load_mdr);
output reg[7:0]mem8;
inout reg [15:0]mem16;
inout reg [15:0]inout16_mdr;
input wire [7:0]in8_mdr;
input wire load_mdr;
always @(posedge load_mdr) begin
	mem8 <= in8_mdr;
	mem16 <= inout16_mdr;
	inout16_mdr <= mem16;
	end
endmodule
module sext8(in, out, sext8_ctrl);
input wire [15:0]in;
input wire sext8_ctrl;
output reg [15:0]out;
always @ (*) begin
out[7:0] <= in[7:0];
out[8] <= (sext8_ctrl == 1) ? in[7] : in[8];
out[9] <= (sext8_ctrl == 1) ? in[7] : in[9];
out[10] <= (sext8_ctrl == 1) ? in[7] : in[10];
out[11] <= (sext8_ctrl == 1) ? in[7] : in[11];
out[12] <= (sext8_ctrl == 1) ? in[7] : in[12];
out[13] <= (sext8_ctrl == 1) ? in[7] : in[13];
out[14] <= (sext8_ctrl == 1) ? in[7] : in[14];
out[15] <= (sext8_ctrl == 1) ? in[7] : in[15];
end
endmodule
module sext5(in, out);
input wire [4:0]in;
output wire [15:0]out;
assign out={in[4],in[4],in[4],in[4],in[4],in[4],in[4],in[4],in[4],in[4],in[4],in[4:0]};
endmodule
module sext6(in, out);
input wire [5:0]in;
output wire [15:0]out;
assign out={in[5],in[5],in[5],in[5],in[5],in[5],in[5],in[5],in[5],in[5],in[5:0]};
endmodule
module sext9(in, out);
input wire [8:0]in;
output wire [15:0]out;
assign out={in[8],in[8],in[8],in[8],in[8],in[8],in[8],in[8:0]};
endmodule
module sext11(in, out);
input wire [10:0]in;
output wire [15:0]out;
assign out={in[10],in[10],in[10],in[10],in[10],in[10:0]};
endmodule
module sx_mux(in6, in9, in11, sext_mux, to_lshft);
input wire [15:0]in6;
input wire [15:0]in9;
input wire [15:0]in11;
input wire [1:0]sext_mux;
output wire [15:0]to_lshft;
assign to_lshft = (sext_mux == 2'b00) ? 16'd0 :
						(sext_mux == 2'b01) ? in6 :
						(sext_mux == 2'b10) ? in9 : in11;
endmodule
module lshft(in, out);
input wire [15:0]in;
output wire [15:0]out;
assign out = 2*in;
endmodule
module datapath_lb(memory_data, mem_data, mar, dr_out, mdr_mux_ctrl, sext8_ctrl, load_mdr, sext_mux, to_ctrlpth, to_dr_in_mux, to_sr2_mux, to_pc_addr);
inout wire [15:0]memory_data, mar;
input wire [7:0]mem_data;
input wire [15:0]dr_out;
input wire [1:0]mdr_mux_ctrl;
input wire sext8_ctrl, load_mdr, sext_mux;
output reg [15:0]to_ctrlpth;
output wire [15:0]to_dr_in_mux;
output wire [15:0]to_sr2_mux;
output wire [15:0]to_pc_addr;
wire [15:0]mdr16;
wire [7:0]mdr8;
reg [15:0]ir;
wire[7:0]from_store_mux;
wire [15:0]to_ir, to_sext8, out_sext6, out_sext9, out_sext11, to_lshft, mdr_mux16;
store_mux i1(dr_out, from_store_mux, mar[0]);
mdr_mux i2(mdr8, mdr_mux16, dr_out, from_store_mux, to_sext8, to_ir, mdr_mux_ctrl);
mdr8_16 i3(mem_data, memory_data, mdr16, mdr8, load_mdr);
sext8 i4(to_sext8, to_dr_in_mux, sext8_ctrl);
sext5 i5(ir[4:0], to_sr2_mux);
sext6 i6(ir[5:0], out_sext6);
sext9 i7(ir[8:0], out_sext9);
sext11 i8(ir[10:0], out_sext11);
sx_mux i9(out_sext6, out_sext9, out_sext11, sext_mux, to_lshft);
lshft i10(to_lshft, to_pc_addr);
always @(*) begin
	ir <=to_ir;
	to_ctrlpth <=ir;
	end
endmodule

===== run.sh =====
#!/bin/bash
# OpenROAD 26Q1-2900-gdf79404cd8, Yosys 0.63+post, stock flow scripts
make -C /OpenROAD-flow-scripts/flow DESIGN_CONFIG=/design/flow/config.mk WORK_HOME=/design/flow/orfs finish

==> reports/metrics.yaml <==
clock_network:
  htreeDepth: 2
  cts_tree: "done"
  clk_latency_ps: 270
  cts.clk_slew.worst_paths_ps: 60
  cts.path.max_buffers: 2
  numCtsBuffers: 5
  cts_root_buffer: "clkbuf_8"
synth:
  ff_type: "dlxtn_1"
  edf_count: 0
  ys_ff: 80
  yosysMostFrequentCell: "dlxtn_1"
  ys_warn_count: 5
  synth.avg_cell_area_um2: 13.6
  yosys-stat-area_mm2: 0.00181
  top_cells_by_area: "dlxtn_1, dfxtp_1, buf_4"
  synthCells: 133
  synth_area_mm2: 0.00181
  ys_cells: 133
  synth.distinct_cells: 9
  common_cells: "dlxtn_1, buf_4, dfxtp_1, mux2_4, and2_1"
  yosysTopAreaCell: "dlxtn_1"
  synth_top_area_share_pct: 39.9
  synthArstFlopShare_pct: 0
critical_path:
  critical_path_required_ps: 800
  worstSetupPathType: "primary input to output port"
  crit_fanout: 7
  start_kind: "primary input"
  worst_ep_arrival_time_ps: 840
  cp-end-kind: "output port"
sta:
  relSlewSlack_pct: 65.6
  clock.fmax_mhz: 963
  hold_viol: 0
  setup_tns_ps: -121
  unclocked_pins: 48
  setup_viol: 5
  unconstrained_endpoints: 104
  finalMaxSlewViolations: 0
  final.setup_skew_ps: 3.73
  worst_slack_ps: -38.5
  tightest_slew_ps: 515
  rsz0062_at_grt: "yes"
  fin_crit_sh_pct: 104
  min_period_ps: 1040
routing:
  viasPerCell: 4.03
  drc: 0
  routed_wirelength_um: 3650
  antenna_cells: 0
  drt_first_pass_iters: 2
  drtIter0Drc: 30
  via_count: 1063
  antenna_left: 0
  wl_per_cell_um: 13.8
status:
  status: "complete, but fails checks"
  violations: "setup timing"
global_routing:
  grt-ovfl-total: 0
  grt_start_max_net_pins: 17
  grtUsageTotal_pct: 15.7
  grt_pass1_vias: 1101
  antenna_found_initial: 0
  grt_pass1_wl_um: 5740
placement:
  place.gp.congestion: 0.819
  portBuffers: 83
  dp_hpwl_um: 2400
  place_ws_ps: -754
  placedCellCount: 235
cells_and_area:
  finalNonFillerCells: 264
  syn_to_final_growth_pct: 53.8
  fillCellCount: 313
  drive_gt1_share_pct: 17.9
run:
  warnings: 51
  drv_cap: 0
floorplanning:
  rows: 24
  floorplan.core_util_pct: 41.5
  die_w_um: 69.2
  die_area_mm2: 0.00479
  boundaryPins: 125
  core_mm2: 0.00435
  die_h_um: 69.2
power:
  p_leak_nw: 1.34
  powerDensity_mw_per_mm2: 1160
  peakVddDrop_v: 0.000718
min_path:
  min_path_type: "primary input to flop"
## final cells by class
class | count | area, um2 | share of cell area (%)
well taps | 52 | 65.1 | 2.34
clock buffers | 7 | 96.3 | 3.47
clock inverters | 1 | 30.0 | 1.08
flip-flops and latches | 80 | 1360 | 49.0
repair buffers | 105 | 1030 | 37.1
multi-input cells | 19 | 194 | 6.98
## registers in the layout, indices dropped and copies added, names as in the netlist
name / count
i2.to_dr_in: 16
i2.to_ir: 16
memory_data: 16
i2.inout16_mdr: 16
i3.inout16_mdr: 16
## path summary, 6_finish.rpt
check / cells after the start / startpoint / slack (ps) / endpoint
worst max-delay path: 4 / sext8_ctrl / -40 / to_dr_in_mux[10]
worst min-delay path: 1 / memory_data[8] / 150 / i3.inout16_mdr[8]
worst max register to register: 1 / memory_data[15] / 0 / i3.inout16_mdr[15]
worst min register to register: 0 / i3.inout16_mdr[3] / 330 / memory_data[3]
## cells in the final DEF, fill, tap and decap left out, drive strengths merged, types with 4 or more instances in the layout
cell           instances
clkdlybuf4s50         58
dfxtp                 32
buf                   18
dlygate4sd3           12
dlymetal6s4s           4
dlxtn                 48
dlygate4sd2           12
clkbuf                 7
and2                   7
mux2                   8
## where the power goes
part	switching [mW]	internal (mW)	total (mW)
clock network	0.418	0.878	1.30
registers	0.0509	1.49	1.54
logic	0.0871	0.291	0.378
total	0.556	2.66	3.21
## stage by stage
stage | hold slack, ps | utilization [%] | power (mW) | instance area (um2)
2_1_floorplan | 235 | - | 1.66 | 1810
3_3_place_gp | 238 | 56.6 | 1.89 | 2460
3_5_place_dp | 237 | 56.6 | 1.89 | 2460
4_1_cts | 326 | 63.7 | 3.11 | 2770
5_1_grt | 148 | 63.8 | 3.36 | 2780
6_report | 148 | 63.8 | 3.21 | 2780
## logic make-up after synthesis
kind of cell | share of synthesized area [%]
muxes | 6.65
DFF | 35.5
buffers and inverters | 14.8
latches | 39.9
and+or+nand+nor | 2.98
other | 0.208
## what timing repair did
| item | in CTS | in global routing |
|---|---|---|
| endpoints found under the hold margin | 16 | 0 |
| setup buffers | 6 | 0 |
| endpoints found under the setup margin | 23 | 14 |
| gates cloned | 1 | 0 |
| gates resized | 66 | 9 |
| hold buffers | 16 | 0 |
| pin swaps | 1 | 0 |
## routing by layer
layer / track usage [%] / share of wire (%) / vias to the layer above
met3: 5.90 / 9.4 / 5
met1: 23.5 / 45 / 473
met4: 2.04 / 1.1 / 0
li1: - / - / 531
met2: 23.1 / 45 / 54
met5: 0 / 0 / -
## critical path, cell delays in order
cell and delay (ps):
buf_12 120, buf_6 120, mux2_4 300, buf_6 110
No activity file was given, so power comes from the tool's default toggle rates.
